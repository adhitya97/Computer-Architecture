--- config.mk ---
export PLATFORM = sky130hd
export DESIGN_NAME = binary_adder
export DESIGN_NICKNAME = binary_adder
export VERILOG_FILES = /design/flow/design.v
export SDC_FILE = /design/flow/constraint.sdc
export NUM_CORES = 4
export LEC_CHECK = 1
export CORE_AREA = 10 10 70 70
export DIE_AREA = 0 0 80 80
--- constraint.sdc ---
current_design binary_adder

set clk_period 5.0
set clk_io_pct 0.2

create_clock -name clk0 -period $clk_period

set non_clock_inputs [all_inputs -no_clocks]
set_input_delay [expr $clk_period * $clk_io_pct] -clock clk0 $non_clock_inputs
set_output_delay [expr $clk_period * $clk_io_pct] -clock clk0 [all_outputs]
--- design.v ---
module binary_adder(sum,carry_out,a,b,carry_in);
	output [3:0]sum;
	output carry_out;
	input [3:0]a,b;
	input carry_in;
	assign {carry_out,sum}= a+b+carry_in;
endmodule
--- run.sh ---
#!/bin/bash
# OpenROAD 26Q1-2900-gdf79404cd8, Yosys 0.63+post, stock flow scripts
make -C /OpenROAD-flow-scripts/flow DESIGN_CONFIG=/design/flow/config.mk WORK_HOME=/design/flow/orfs finish
==> CHANGELOG.md <==
### Implementation results

* Max Transition Viols Final at 0
* Endpoints failing hold at 0
* Worst Tran Pin Value at 0.145 ns
* Post-synthesis chip area from yosys at 144 µm²
* Layout Cells excl Fill at 76
* Log Warnings at 35
* Seq cells at 0
* Yosys cell count at 16
* Inst Count DP at 76
* Die W at 80 µm
* Post-layout util at 10.0%
* Peak VDD IR at 10.3 µV
* Die height at 80 µm
* CP Launch Type: input port
* Static leakage power at 0.135 nW
* Final RePlAce weighted congestion at 0.770
* Yosys cell types at 9
* Vias in the first global route at 156
* Rel. slew slack at 90.2%
* First-pass GRT wire length at 793 µm
* Final Cell Area at 342 µm²
* Core box area at 0.00342 mm²
* Diode count at 0
* Max incr delay on CP at 0.46 ns
* # port buffers at 14
* Antenna-violating nets left at 0
* Critical path class: in -> out
* Mapped cell area at 144 µm²
* Final setup violation count at 0
* Clock Buffer Count at 0
* Crit end category: output port
* CP Max Fanout at 2
* Grt ovf at 0
* Synth-to-Final Area Change at 137%
* Tmin final at 3.88 ns
* Crit-path cells: clkdlybuf4s50_1 -> fa_1 -> inv_1 -> fa_1 -> inv_1 -> clkdlybuf4s50_1
* Syn. warnings at 0
* Seq/Total Area, Yosys at 0%
* CP required at 4.00 ns
* WL per Instance at 6.67 µm
* CP Buf/Inv Count at 4
* Post-place instance area at 342 µm²
* DRC Markers at 0
* Final period utilization at 77.5%
* Drt total wl at 507 µm
* DRT Pass-1 Iters at 1
* GRT Total Usage at 1.57%
* Layout cell share with drive strength beyond 1 at 3.33%
* Max-Cap Viols at 0
* FP Util at 4.21%
* RSZ-0062 raised after global routing: no
* # resized after CTS at 0
* Delay-heaviest family, CP: buffers and inverters
* Die area at 0.00640 mm²
* Initial drt markers at 0
* Largest net degree at the start of global routing at 4
* Initial antenna violation count at 0
* Drt via density at 2.00
* Detail Placement HPWL at 484 µm
* FP Rows at 21
* Critical path arrival at 2.88 ns
* Post-CTS Setup Bufs at 0
* Hold Slack at 3.08 ns
* Sequential cell area at 0 µm²
* Slowest CP cell: clkdlybuf4s50_1
* Synthesized instance count at 16
* Pre-CTS setup slack at 1.10 ns
* Synth Area per Inst at 8.99 µm²
* PwrDens at 99.9 mW/mm²
* Post-layout power at 0.0341 mW
* Most frequent cells in the layout: 14 x clkdlybuf4s50_1, 4 x inv_1, 3 x ha_1
* I/O pin count at 14
* Commonest Layout Cell: clkdlybuf4s50_1
* Cts-stage hold buffer count at 0
* Fill count at 399
* Worst hold-check path type: in -> out
* Post-Route Setup TNS at 0 ns
* Vias at 152
* Post-route setup slack at 1.12 ns
* FMAX at 0.258 GHz
* Status: complete, no violations
* Footprint of the multi-input gates at 129 µm²
final cells by class:
class | instances | area share (%)
inverters | 4 | 4.40
multi-input cells | 12 | 37.7
well taps | 46 | 16.8
repair buffers | 14 | 41.0
worst min-delay path, delay by kind of cell:
family / cells / cell delay, ns
adders and majority gates: 1 / 0.14
buffers and inverters: 2 / 0.87
xor gates and xnor gates: 1 / 0.07
final timing paths:
| path | startpoint | end | cells after the start | slack, ns |
|---|---|---|---|---|
| hold / removal | b[3] | sum[3] | 4 | 3.08 |
| setup / recovery | a[0] | sum[1] | 6 | 1.12 |
where the power goes:
part / switching, mW / total, mW / internal, mW
Clock: 0 / 0 / 0
Sequential: 0 / 0 / 0
Combinational: 0.00974 / 0.0341 / 0.0244
Total: 0.00974 / 0.0341 / 0.0244
metal layers:
| layer | vias to the layer above | routed length [µm] | track usage [%] |
|---|---|---|---|
| li1 | 78 | - | - |
| met1 | 62 | 198 | 2.05 |
| met2 | 12 | 146 | 1.77 |
| met3 | 0 | 162 | 1.70 |
| met4 | 0 | 0 | 0 |
| met5 | - | 0 | 0 |
cell usage after synthesis:
master,number,area share (%)
a21o_1,1,5.2
a21oi_2,1,6.1
fa_1,2,28
ha_1,3,26
inv_1,4,10
nand2b_1,1,4.4
nor2b_1,1,4.4
o21ai_0,1,3.5
xnor2_1,2,12
cells by family (layout without fill, tap and decap cells):
kind of cell / count (synthesis) / after routing / synth area share, %
AND-OR/OR-AND: 3 / 3 / 14.8
AND/OR/NAND/NOR: 2 / 2 / 8.70
adder cells (fa/ha/maj): 5 / 5 / 53.9
buffers and inverters: 4 / 18 / 10.4
XOR/XNOR: 2 / 2 / 12.2
Power figures rest on the tool's default switching activity, not on a simulated workload.
